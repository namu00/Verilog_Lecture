## flow/run.sh

```bash
#!/bin/bash
# OpenROAD 26Q1-2900-gdf79404cd8, Yosys 0.63+post, stock flow scripts
make -C /OpenROAD-flow-scripts/flow DESIGN_CONFIG=/design/flow/config.mk WORK_HOME=/design/flow/orfs finish
```

## flow/config.mk

```make
export PLATFORM = sky130hd
export DESIGN_NAME = add_shift_mul
export DESIGN_NICKNAME = add_shift_mul
export VERILOG_FILES = /design/flow/design.v
export SDC_FILE = /design/flow/constraint.sdc
export NUM_CORES = 4
export LEC_CHECK = 1
export CORE_AREA = 10 10 102 102
export DIE_AREA = 0 0 112 112
```

## flow/constraint.sdc

```tcl
current_design add_shift_mul

set clk_period 2.2
set clk_io_pct 0.2

create_clock -name clk0 -period $clk_period [get_ports {clk}]

set non_clock_inputs [all_inputs -no_clocks]
set_input_delay [expr $clk_period * $clk_io_pct] -clock clk0 $non_clock_inputs
set_output_delay [expr $clk_period * $clk_io_pct] -clock clk0 [all_outputs]
```

## flow/design.v

```verilog
module add_shift_mul(
    input clk,
    input rst,
    input start,
    input [3:0] src1,
    input [3:0] src2,
    output [7:0] result,
    output valid
);
    localparam IDLE = 0,
        LOAD = 1,
        PHASE1 = 2,
        PHASE2 = 3,
        PHASE3 = 4,
        PHASE4 = 5,
        VALID = 6;
    reg [3:0] A;
    reg [3:0] B;
    reg [7:0] product;
    reg start_d;
    reg valid_d1;
    reg valid_d2;
    reg [2:0] state;
    reg [2:0] next;
    wire start_edge;
    wire carry;
    wire [3:0]ha_res;
    assign start_edge = !start & start_d;
    assign valid = valid_d1 & !valid_d2;
    assign result = (state == VALID) ? product : 8'b0;
    ha u_halfadder(
        .src1   (product[7:4]),
        .src2   (A),
        .c_out  (carry),
        .result (ha_res)
    );
    always @(posedge clk or negedge rst)begin
        if(!rst) state <= IDLE;
        else state <= next;
    end
    always @(state or start_edge)begin
        case(state)
            IDLE: next = start_edge ? LOAD : IDLE;
            LOAD: next = PHASE1;
            PHASE1: next = PHASE2;
            PHASE2: next = PHASE3;
            PHASE3: next = PHASE4;
            PHASE4: next = VALID;
            VALID: next = start_edge ? LOAD : VALID;
            default : next = IDLE;
        endcase
    end
    always @(posedge clk or negedge rst)begin
        if(!rst)begin
            product <= 0;
            valid_d1 <= 0;
        end
        else begin
            case(state)
                IDLE:begin
                    A <= 0;
                    B <= 0;
                    product <= 0;
                    valid_d1 <= 0;
                end
                LOAD: begin
                    A <= src1;
                    B <= src2;
                    product <= {4'h0,src2};
                    valid_d1 <= 0;
                end
                PHASE1: begin
                    if(B[0]) begin
                        product <= {carry,ha_res,product[3:1]};
                    end
                    else product <= {1'b0, product[7:1]};
                end
                PHASE2: begin
                    if(B[1]) begin
                        product <= {carry,ha_res,product[3:1]};
                    end
                    else product <= {1'b0, product[7:1]};
                end
                PHASE3: begin
                    if(B[2]) begin
                        product <= {carry,ha_res,product[3:1]};
                    end
                    else product <= {1'b0, product[7:1]};
                end
                PHASE4: begin
                    if(B[3]) begin
                        product <= {carry,ha_res,product[3:1]};
                    end
                    else product <= {1'b0, product[7:1]};
                end
                VALID: valid_d1 <= 1;
                default: begin
                    A <= 0;
                    B <= 0;
                    product <= 0;
                    valid_d1 <= 0;
                end
            endcase
        end
    end
    always@(posedge clk or negedge rst)begin
        if(!rst)begin
            start_d <= 0;
            valid_d2 <= 0;
        end
        else begin
            start_d <= start;
            valid_d2 <= valid_d1;
        end
    end
endmodule
module ha(
    input [3:0] src1,
    input [3:0] src2,
    output [3:0] result,
    output c_out
);
    assign {c_out,result} = src1 + src2;
endmodule
```

==> ci_impl_report.md <==
## PnR job results

| Metric | Value |
|---|---|
| Hold Path Depth | `0` |
| Port Buf Inserts | `19` |
| Worst-path fanout max | `16` |
| Worst EP arrival | `1.52 ns` |
| Critical Path Start | `state[3]` |
| Cell Type Count | `32` |
| Yosys chip area | `0.00121 mm2` |
| Htree depth | `1` |
| Core area | `0.00822 mm2` |
| Die area | `0.0125 mm2` |
| Late-Pin Clk Latency | `0.27 ns` |
| Data required time of the critical path | `1.76 ns` |
| ANT nets after route | `0` |
| Clk slew on worst S/H paths | `0.09 ns` |
| Log Warnings | `25` |
| Total negative slack | `0 ns` |
| Net Sw Frac | `17.5%` |
| Clock Tree Root | `clkbuf_8` |
| Max-slew violations | `0` |
| Type of the worst setup path | `flop to output pin` |
| Post-DR vias/cell | `3.48` |
| Hold Startpoint | `valid_d1` |
| Worst hold-check path type | `flop to flop` |
| Number of global-route vias before repair | `867` |
| Yosys stat cell total | `99` |
| Tmin final | `1.96 ns` |
| Status | `complete, no violations` |
| Main flop type | `dfrtp_1` |
| Layout cells sized above 1 | `11.4%` |
| CTS sink count | `26` |
| Flops after synth | `26` |
| Final Wtd Congestion | `0.746` |
| Ys Warns | `1` |
| CP cell instances | `and2_1, clkdlybuf4s50_1` |
| P_leak | `0.662 nW` |
| Reg2reg path depth | `3` |
| Switching power total | `0.164 mW` |
| ANT cells | `0` |
| Syn_area_per_cell | `12.3 um2` |
| Width of the die | `112 um` |
| CP top delay family | `flip-flops` |
| Max Clk Rate | `511 MHz` |
| Netlist Area Pre-Place | `0.00121 mm2` |
| Final Skew | `0.00550 ns` |
| FP Util | `14.8%` |
| R2R Path Start | `state[5]` |
| PwrDens | `579 mW/mm2` |
| CTS Buf Count | `3` |
| Global-route wire length before repair | `4440 um` |
| Grt total ovfl | `0` |
| Post-Place Cell Area | `0.00154 mm2` |
| Buf/Inv on CP | `1` |
| Crit end category | `output pin` |
| Crit-path slowest cell | `dfrtp_2` |
| DRC viols | `0` |
| Syn-to-layout area delta | `33.1%` |
| FP Rows | `33` |
| CTS Buffer Depth | `2` |
| Async set or reset register ratio after synthesis | `69.2%` |
| Vias | `794` |
| Worst path max stage delay | `0.55 ns` |
| Synthesized instance count | `99` |
| Post-synthesis sequential area ratio | `57.0%` |
| Worst reg2reg setup slack | `0.37 ns` |
| Final Instance Area | `0.00162 mm2` |
| Max-slew headroom | `71.7%` |
| Worst Tran Pin Value | `0.425 ns` |
| CTS tree | `built` |
| First-pass detailed-route iteration total | `2` |
| WL/cell | `11.3 um` |
| Startpoint types | `flop` |
| P_int | `0.773 mW` |
| Largest net degree at the start of global routing | `19` |
| Iter 0 DRT Violations | `16` |
| Die height | `112 um` |
| Post-Route WL | `2570 um` |
| Flop pwr share | `54.4%` |
| Hold-critical path endpoint | `valid_d2` |
| Crit Reg-Reg Endpoint | `A[2]` |
| Gr usage total | `4.25%` |
| Number of setup violations in the final report | `0` |
| Period utilization | `89.0%` |
| Max Cap Viol | `0` |
| Clock Power Share | `41.4%` |
| Final Hold Violation Tally | `0` |
| Maximum vdd ir drop | `0.341 mV` |
| RSZ-0062 raised after global routing | `no` |
| Combinational power share | `4.2%` |
| Count of library flops with an enable pin | `8` |
| DP Wirelength | `2040 um` |
| Antenna violations before repair | `0` |
| IO Count | `20` |
-- cells by family (layout without fill, tap and decap cells) --
family          Yosys count  after routing  share of synthesized area (%)
simple gates             32             32                           16.8
flops                    26             26                           57.0
compound gates           25             25                           15.0
buf+inv                   8             32                           3.09
fa+ha+maj                 5              5                           5.77
xor+xnor                  2              2                           1.44
mux                       1              1                          0.927
-- power groups by stage --
stage / clock network (mW) / logic (mW) / registers, mW
final: 0.387 / 0.0395 / 0.510
after global routing: 0.414 / 0.0439 / 0.511
after CTS: 0.393 / 0.0404 / 0.510
-- what timing repair did --
item,CTS,global route
gates resized,0,1
endpoints found under the setup margin,0,6
buffers inserted,0,0
hold buffers,0,0
-- flip-flops by register name, indices dropped and copies added (netlist names) --
register and flops:
start_d 1, B 4, valid_d2 1, product 8, state 7, A 4
valid_d1 1
-- area by class of cell --
type,instances,area (um2)
Inverter,6,22.5
Clock buffer,3,41.3
Tap cell,105,131
Clock inverter,1,30.0
Fill cell,868,6600
Timing Repair Buffer,22,213
Multi-Input combinational cell,65,485
Sequential cell,26,693
-- worst register-to-register path, stage by stage (launching register included) --
cell     delay [ns]
dfrtp_1        0.41
or4_4          0.62
nor3b_1        0.30
buf_4          0.22
-- layer usage --
| metal | share of wire, % | track usage (%) | vias up |
|---|---|---|---|
| met5 | 0 | 0 | - |
| met4 | 1.7 | 0.677 | 0 |
| met3 | 5.5 | 1.52 | 4 |
| met2 | 47 | 6.80 | 16 |
| met1 | 46 | 5.50 | 375 |
| li1 | - | - | 399 |
-- synthesized netlist by cell type, types with 2 or more instances --
cell	instances	area share [%]
nand2_1	3	0.93
nor2_1	2	0.62
a22oi_1	3	1.9
nor2b_1	2	1.0
o21bai_1	6	3.7
nand2b_1	4	2.1
edfxtp_1	8	20
inv_1	6	1.9
dfrtp_1	17	35
ha_1	4	4.1
and2_1	16	8.2
a21o_1	2	1.2
or2b_1	2	1.2
a21oi_1	6	2.5
-- cell usage in the layout (no fill, tap or decap), types with 2 or more instances in the layout --
master	Yosys	routed
or2b_1	2	2
and2_1	16	16
a22oi_1	3	3
buf_4	0	3
nor2_1	2	2
nor2b_1	2	2
a21o_1	2	2
inv_1	6	6
clkbuf_8	0	3
nand2b_1	4	4
edfxtp_1	8	8
clkdlybuf4s50_1	0	19
a21oi_1	6	6
ha_1	4	4
nand2_1	3	3
o21bai_1	6	6
dfrtp_1	17	16
-- per-stage QoR --
stage | utilization [%] | total power, mW | setup WS (ns) | hold slack (ns) | std cells
2_1_floorplan | - | 0.528 | 0.0704 | 0.144 | 99
3_3_place_gp | 18.8 | 0.560 | 0.394 | 0.393 | 224
3_5_place_dp | 18.8 | 0.560 | 0.370 | 0.392 | 224
4_1_cts | 19.7 | 0.943 | 0.0641 | 0.413 | 228
5_1_grt | 19.7 | 0.969 | 0.124 | 0.431 | 228
6_report | 19.7 | 0.936 | 0.242 | 0.405 | 228
-- worst max-delay path by stage --
stage                  endpoint  slack (ns)  depth (start not counted)
after CTS             result[5]        0.06                          2
after global routing  result[3]        0.12                          2
final                 result[3]        0.24                          2
Power and IR drop assume default switching activity.

==> /design/flow/design.v <==
module c_save_multiplier(
    input clk,
    input rst,
    input [3:0]src1,
    input [3:0]src2,
    input start,
    output [7:0] result,
    output valid
);
    reg [3:0] A;
    reg [3:0] B;
    reg start_d;
    reg valid_d1;
    reg valid_d2;
    reg [7:0] res;
    wire [16:0] and_res;
    wire [16:0] carry;
    wire start_edge;
    wire valid_edge;
    assign start_edge = !start & start_d;  
    assign valid_edge = valid_d1 & !valid_d2;  
    assign valid = valid_edge;
    assign result = res;
    always @(posedge clk or negedge rst)begin
        if(!rst)begin
            A <= 0;
            B <= 0;
            valid_d1 <= 0;
        end
        else if(start_edge)begin
            A <= src1;
            B <= src2;
            valid_d1 <= 1;
        end
        else if(valid_edge) begin
            valid_d1 <= 0;
        end
    end
    always @(posedge clk or negedge rst)begin
        if(!rst)begin
            start_d <= 0;
            valid_d2 <= 0;
        end
        else begin
            start_d <= start;
            valid_d2 <= valid_d1;
        end
    end
    always @(A or B or and_res) begin
        res[0] = A[0] & B[0];    
        res[1] = and_res[0];     
        res[2] = and_res[4];     
        res[3] = and_res[8];     
        res[4] = and_res[12];    
        res[5] = and_res[13];    
        res[6] = and_res[14];    
        res[7] = and_res[15];    
    end
    fa layer10((B[0] & A[1]), (B[1] & A[0]), 1'b0, carry[0], and_res[0]);    
    fa layer11((B[0] & A[2]), (B[1] & A[1]), 1'b0, carry[1], and_res[1]);  
    fa layer12((B[0] & A[3]), (B[1] & A[2]), 1'b0, carry[2], and_res[2]);
    fa layer13((1'b0), (B[1] & A[3]), 1'b0, carry[3], and_res[3]);
    fa layer20(and_res[1], (B[2] & A[0]), carry[0], carry[4], and_res[4]);   
    fa layer21(and_res[2], (B[2] & A[1]), carry[1],carry[5],and_res[5]);    
    fa layer22(and_res[3], (B[2] & A[2]), carry[2],carry[6],and_res[6]);
    fa layer23(carry[3], (B[2] & A[3]), 1'b0, carry[7],and_res[7]);
    fa layer30(and_res[5], (B[3] & A[0]), carry[4], carry[8], and_res[8]);   
    fa layer31(and_res[6], (B[3] & A[1]), carry[5], carry[9], and_res[9]);
    fa layer32(and_res[7], (B[3] & A[2]), carry[6], carry[10],and_res[10]);
    fa layer33(carry[7], (B[3] & A[3]), 1'b0,carry[11],and_res[11]);        
    fa layer40(carry[8], and_res[9], 1'b0, carry[12], and_res[12]);          
    fa layer41(carry[9], and_res[10], carry[12], carry[13], and_res[13]);    
    fa layer42(carry[10], and_res[11], carry[13], carry[14], and_res[14]);   
    fa layer43(carry[11], carry[14], 1'b0, carry[15], and_res[15]);          
endmodule
module fa(
    input src1,
    input src2,
    input c_in,
    output c_out,
    output sum
);
    assign {c_out,sum} = src1 + src2 + c_in;
endmodule
==> /design/flow/run.sh <==
#!/bin/bash
# OpenROAD 26Q1-2900-gdf79404cd8, Yosys 0.63+post, stock flow scripts
make -C /OpenROAD-flow-scripts/flow DESIGN_CONFIG=/design/flow/config.mk WORK_HOME=/design/flow/orfs finish
==> /design/flow/config.mk <==
export PLATFORM = sky130hd
export DESIGN_NAME = c_save_multiplier
export DESIGN_NICKNAME = c_save_multiplier
export VERILOG_FILES = /design/flow/design.v
export SDC_FILE = /design/flow/constraint.sdc
export NUM_CORES = 4
export LEC_CHECK = 1
export CORE_AREA = 10 10 85 85
export DIE_AREA = 0 0 95 95
==> /design/flow/constraint.sdc <==
current_design c_save_multiplier

set clk_period 5.3
set clk_io_pct 0.2

create_clock -name clk0 -period $clk_period [get_ports {clk}]

set non_clock_inputs [all_inputs -no_clocks]
set_input_delay [expr $clk_period * $clk_io_pct] -clock clk0 $non_clock_inputs
set_output_delay [expr $clk_period * $clk_io_pct] -clock clk0 [all_outputs]
==> changes_impl.md <==
### Metrics

* Run status: completed
* Final global-route overflow total at 0
* Pre-Repair DR Iteration Count at 2
* Pin slew with the least headroom to its limit at roughly 0.49 ns
* Post-placement setup slack at approximately 0.83 ns
* Clock latency (worst-skew pair) at approximately 0.23 ns
* Worst Slack Setup Final at between 0.6 and 0.7 ns
* # diodes at 0
* Post-route fraction of the period consumed by the critical path at between 80% and 90%
* Synthesized area divided by synthesized cell count at between 10 and 15 um^2
* Violation count after the first detailed-routing iteration at 1
* Max IR drop VDD at 0.174 mV
* WP data required at around 4.2 ns
* Via density per instance at 2.99
* Residual DRC at 0
* Post-Layout Cell Count at around 150
* Cell Area, Synth at approximately 820 um^2
* Type of the worst setup path: reg2out
* Weighted congestion reported at the end of routability-driven placement at between 0.7 and 0.8
* Number of hold buffers added after cts at 0
* Sequential area share after synthesis at approximately a third
* Number of clock sinks seen by CTS at 11
* RSZ-0062 raised after global routing: no
* Number of failing setup endpoints in the final timing report at 0
* Total die size at 9030 um^2
* Final hold violations at 0
* Post-Synthesis Cells at 67
* Cells taking the most area after synthesis: dfrtp_1 33%, fa_1 19%, mux2_4 15%
* Leading area contributor after synthesis: dfrtp_1
* Root Driver: clkbuf_8
* Layout cell share with drive strength beyond 1 at roughly 16%
* Filler Cells Inserted at slightly above 600
* Clock-pin transition on the worst setup and hold timing paths at ~0.050 ns
* Arrival @ worst endpoint at around 3.6 ns
* DR vias at 460
* Routed len/inst at between 9 and 10 um
* Site row count at 27
* Worst max-slew margin expressed relative to the limit at 66.9%
* Core utilization of the finished layout at between 10% and 20%
* Initial antenna violation count at 0
* Total power at 0.334 mW
* Number of buffers on the longest clock path at 2
* Number of warnings in the stage logs at 25
* Count of final max-slew check failures at 0
* Maximum fanout count along the critical path at 5
* Final worst hold slack at between 0.3 and 0.4 ns
* Vias in the first global route at approximately 490
* Power density over the cells at roughly 310 nW/um^2
* Pin count of the biggest net entering global routing at 12
* Worst Setup Start Kind: register
* DPL Wire Length at between 1000 and 1500 um
* Number of placed instances, taps included at 150
* Post-route cell area at 1080 um^2
* H-tree level count at 1
* Final setup TNS at 0 ns
* Core utilization at floorplan at 15.0%
* Shortest period the worst path allows at about 4.7 ns
* Wire length reported by the detailed router at between 1000 and 1500 um
* Overall die width at 95 um
* Layout area overhead at 31.8%
* Count of buffers inserted at the top-level ports at 19
* Number of antenna-violating nets in the routed design at 0
* Static leakage power at between 0.4 and 0.5 nW
* Peak clock frequency supported by timing at between 200 and 250 MHz
* Global-route wire length before repair at 2330 um
* Flop and latch count out of synthesis at 11
* Die Y at approximately 95 um
* Number of top-level design ports at 20
* Core Area at around 5500 um^2
* Clock tree from TritonCTS: yes
* Area after DPL at 1040 um^2
* Number of max-cap violations at 0
* Worst min path class: reg2reg
* Yosys warning count at 1
* Yosys stat cell total at ~67
* CTS resizes at 0
* Post-CTS repair timing setup buffer count at 0
* Total global routing track utilization at approximately 3.2%
* YS chip area at 822 um^2
* Post-synth top area share at approximately a third
* Endpoint type of the worst setup path: primary output
* Layout Skew at roughly 0.00016 ns
* Number of distinct library cells after synthesis at 12
* CTS buffer count at 3
[worst paths after layout]
kind	startpoint	to	slack, ns	cells past startpoint
setup / recovery	B[1]	result[6]	0.63	10
hold / removal	valid_d1	valid_d2	0.39	0
setup reg to reg	start_d	A[3]	4.19	2
hold reg to reg	valid_d1	valid_d2	0.39	0
max in group asynchronous	rst	A[2]	3.80	1
min in group asynchronous	rst	B[2]	1.17	1
[per-layer routing]
metal,routed length (um),GRT usage [%]
met5,0,0
met4,6,0.374
met3,149,1.60
met2,629,4.86
met1,661,4.30
[synth_stat cells]
library cell / instances
ha_1: 4
nor2b_4: 1
mux2_4: 8
buf_4: 7
buf_6: 1
nor2b_1: 1
dfrtp_1: 11
fa_1: 8
nand2_1: 4
and2_1: 12
a21o_2: 1
inv_1: 9
[cell usage in the layout (no fill, tap or decap), drive strengths merged]
cell           instances
fa                     8
mux2                   8
a21o                   1
nor2b                  2
inv                    9
clkbuf                 4
nand2                  4
dfrtp                 11
ha                     4
clkdlybuf4s50         19
and2                  12
[cell families (layout without fill, tap and decap cells)]
family	count (synthesis)	after routing	share of synthesized area (%)
multiplexers	8	8	14.6
buffers and inverters	17	32	11.9
flip-flops	11	11	33.5
adder cells (fa/ha/maj)	12	12	25.6
AND-OR/OR-AND	1	1	1.07
AND/OR/NAND/NOR	18	18	13.4
[sequential cells by signal (all words and copies together) (netlist names)]
signal    flops
B             4
A             4
valid_d2      1
start_d       1
valid_d1      1
[critical path: stages, from the launching register on]
cell and delay (ns):
dfrtp_1 0.42, and2_1 0.18, ha_1 0.19, inv_1 0.07, fa_1 0.41, fa_1 0.51
inv_1 0.04, ha_1 0.18, fa_1 0.41, fa_1 0.51, clkdlybuf4s50_1 0.46
[area by class of cell]
class | instances | area (um^2) | share of cell area (%)
repair buffers | 19 | 190 | 17.6
multi-input cells | 39 | 449 | 41.5
well taps | 72 | 90.1 | 8.31
flip-flops and latches | 11 | 275 | 25.4
inverters | 9 | 33.8 | 3.12
clock buffers | 4 | 45.0 | 4.16
[power by group]
part / internal, mW / switching, mW / leakage (nW) / total [mW]
registers: 0.0951 / 0.0121 / 0.131 / 0.107
logic: 0.102 / 0.0453 / 0.338 / 0.147
clock network: 0.0524 / 0.0271 / 0.0228 / 0.0795
total: 0.250 / 0.0846 / 0.491 / 0.334
Power figures rest on the tool's default switching activity, not on a simulated workload.

## flow/constraint.sdc

```tcl
current_design array_multiplier

set clk_period 5.4
set clk_io_pct 0.2

create_clock -name clk0 -period $clk_period [get_ports {clk}]

set non_clock_inputs [all_inputs -no_clocks]
set_input_delay [expr $clk_period * $clk_io_pct] -clock clk0 $non_clock_inputs
set_output_delay [expr $clk_period * $clk_io_pct] -clock clk0 [all_outputs]
```

## flow/config.mk

```make
export PLATFORM = sky130hd
export DESIGN_NAME = array_multiplier
export DESIGN_NICKNAME = array_multiplier
export VERILOG_FILES = /design/flow/design.v
export SDC_FILE = /design/flow/constraint.sdc
export NUM_CORES = 4
export LEC_CHECK = 1
export CORE_AREA = 10 10 96 96
export DIE_AREA = 0 0 106 106
```

## flow/design.v

```verilog
module array_multiplier(
    input clk,
    input rst,
    input [3:0]src1,
    input [3:0]src2,
    input start,
    output [7:0] result,
    output valid
);
    reg [3:0] A;
    reg [3:0] B;
    reg start_d;
    reg valid_d1;
    reg valid_d2;
    reg [7:0] res;
    wire [12:0] and_res;
    wire [12:0] carry;
    wire start_edge;
    wire valid_edge;
    assign start_edge = !start & start_d;  
    assign valid_edge = valid_d1 & !valid_d2;  
    assign valid = valid_edge;
    assign result = res;
    always @(posedge clk or negedge rst)begin
        if(!rst)begin
            A <= 0;
            B <= 0;
            valid_d1 <= 0;
        end
        else if(start_edge)begin
            A <= src1;
            B <= src2;
            valid_d1 <= 1;
        end
        else if(valid_edge) begin
            valid_d1 <= 0;
        end
    end
    always @(posedge clk or negedge rst)begin
        if(!rst)begin
            start_d <= 0;
            valid_d2 <= 0;
        end
        else begin
            start_d <= start;
            valid_d2 <= valid_d1;
        end
    end
    always @(A or B or carry or and_res) begin
        res[0] = A[0] & B[0];    
        res[1] = and_res[0];     
        res[2] = and_res[4];     
        res[3] = and_res[8];     
        res[4] = and_res[9];     
        res[5] = and_res[10];    
        res[6] = and_res[11];    
        res[7] = carry[11];      
    end
    fa layer10((B[0] & A[1]), (B[1] & A[0]), 1'b0, carry[0], and_res[0]);        
    fa layer11((B[0] & A[2]), (B[1] & A[1]), carry[0], carry[1], and_res[1]);
    fa layer12((B[0] & A[3]), (B[1] & A[2]), carry[1], carry[2], and_res[2]);
    fa layer13((1'b0), (B[1] & A[3]), carry[2], carry[3], and_res[3]);
    fa layer20(and_res[1], (B[2] & A[0]), 1'b0, carry[4], and_res[4]);           
    fa layer21(and_res[2], (B[2] & A[1]), carry[4],carry[5],and_res[5]);
    fa layer22(and_res[3], (B[2] & A[2]), carry[5],carry[6],and_res[6]);
    fa layer23(carry[3], (B[2] & A[3]), carry[6], carry[7],and_res[7]);
    fa layer30(and_res[5], (B[3] & A[0]), 1'b0, carry[8], and_res[8]);           
    fa layer31(and_res[6], (B[3] & A[1]), carry[8], carry[9], and_res[9]);       
    fa layer32(and_res[7], (B[3] & A[2]), carry[9], carry[10],and_res[10]);      
    fa layer33(carry[7], (B[3] & A[3]), carry[10],carry[11],and_res[11]);        
endmodule
module fa(
    input src1,
    input src2,
    input c_in,
    output c_out,
    output sum
);
    assign {c_out,sum} = src1 + src2 + c_in;
endmodule
```

## flow/run.sh

```bash
#!/bin/bash
# OpenROAD 26Q1-2900-gdf79404cd8, Yosys 0.63+post, stock flow scripts
make -C /OpenROAD-flow-scripts/flow DESIGN_CONFIG=/design/flow/config.mk WORK_HOME=/design/flow/orfs finish
```

==> GITHUB_STEP_SUMMARY <==
### Yosys + OpenROAD results

| Metric | Value |
|---|---|
| Outcome | `complete, no violations` |
| Cycle use final | `0.9859` |
| Max Fanout on Critical Path | `4` |
| CTS buffer count | `3` |
| Synthesized area per cell | `11.90 sq um` |
| Fmax | `between 150 and 200 MHz` |
| Top cells by area | `dfrtp_1 33%, fa_1 19%, mux2_4 14%, and2_1 9.0%, buf_4 6.3%` |
| Die W | `about 110 microns` |
| Post-synth seq share | `0.3303` |
| First-pass GRT wire length | `approximately 2900 microns` |
| Clock slew at reported path FFs | `0.05 ns` |
| Worst-margin pin slew | `0.4945 ns` |
| Post-Syn Area | `~830 sq um` |
| Peak VDD IR | `55.70 uV` |
| Top Layer Used | `met4` |
| Layout Skew | `slightly above 0.001 ns` |
| Top Ports | `20` |
| Largest net degree at the start of global routing | `12` |
| DIE HEIGHT | `about 110 microns` |
| Yosys reg bits | `11` |
| Global Route Usage Sum | `0.03124` |
| TritonCTS Sinks | `11` |
| Synth area leader | `dfrtp_1` |
| Tool warnings | `26` |
| Post-synth top area share | `0.3303` |
| Setup ws final | `0.07628 ns` |
| Final worst path period need | `roughly 5.3 ns` |
| Relative slew slack | `0.6693` |
| Hold Crit Class | `flip-flop to flip-flop` |
| Root buf cell | `clkbuf_8` |
| Hold Vio Cnt, Final | `0` |
| Port bufs | `19` |
| Pre-Repair DR Iteration Count | `4` |
| Final Wtd Congestion | `~0.72` |
| Most frequent cells in the layout | `19 x clkdlybuf4s50_1, 11 x dfrtp_1, 11 x and2_1` |
| Maxcap violations | `0` |
| Initial antenna violation count | `0` |
| Final instance area | `around 1200 sq um` |
| Clk latency of the worst-skew pair | `about 0.23 ns` |
| Die area | `~11,000 sq um` |
| Grt ovf | `0` |
| Init Core Util | `0.1155` |
| Placement Setup Slack | `-0.08843 ns` |
| Routed vias | `between 400 and 500` |
| CP Capture Type | `output pin` |
| Critical Path RT | `4.32 ns` |
| # Cells Yosys | `approximately 70` |
| Post-synth cell types | `12` |
| DR iter-0 viols | `9` |
| Crit path launch type | `flip-flop` |
| Core area | `approximately 7200 sq um` |
| RSZ-0062 raised after global routing | `true` |
| Ys Warns | `1` |
| Core Rows | `31` |
| Final setup violation count | `0` |
| Worst path arrival time | `4.24 ns` |
| Fillers | `slightly above 800` |
| Cts hold-fix bufs | `0` |
| Dominant logic cell type in the layout | `clkdlybuf4s50_1` |
| Syn Inst Count | `approximately 70` |
| H-tree depth | `1` |
| DR DRC count | `0` |
| Final std cells w/o fill | `189` |
| M1 WL | `641 microns` |
| Met3 WL | `118 microns` |
| Power Density | `approximately 300 nW/um^2` |
| WS Path Type | `flip-flop to output pin` |
| DP Area | `around 1100 sq um` |
| Avg WL per Cell | `between 8 and 9 microns` |
| Max Slew Vio Count | `0` |
| Hpwl dp | `1444 microns` |
| Via density | `2.540` |
| Area Overhead vs Synth | `43.54%` |
| Met2 WL | `about 850 microns` |
| CTS tree | `built` |
| Final WL | `roughly 1600 microns` |
| Buffer depth of the longest clock path | `2` |
| Leakage | `between 0.5 and 0.6 nW` |
| Setup Buffers After CTS | `0` |
| DRT antenna net count | `0` |
| Vias in the first global route | `slightly below 600` |
| YS chip area | `~830 sq um` |
| Inserted Diodes | `0` |
| Share of cells above drive strength 1 | `0.3111` |
| Dpl cells | `about 190` |
registers in the layout, summed over array words and instances (netlist names):
name,flops
B,4
valid_d2,1
A,4
start_d,1
valid_d1,1
layout make-up:
class                   count  area [sq um]  share of cell area
multi-input cells          39         479.2              0.4006
flip-flops and latches     11         275.3              0.2301
repair buffers             24         227.7              0.1904
well taps                  99         123.9              0.1036
clock buffers               4         45.04             0.03766
inverters                  12         45.04             0.03766
cells in the mapped netlist:
cell	count
and2_1	12
inv_1	12
dfrtp_1	11
fa_1	8
mux2_4	8
buf_4	7
ha_1	4
nand2_1	4
a21o_2	1
buf_6	1
nor2b_1	1
nor2b_4	1
report_power, final:
group	internal (mW)	switching, mW	total [mW]
Sequential	0.0933	0.00719	0.100
Clock	0.0516	0.0284	0.0800
Combinational	0.118	0.0633	0.181
worst max-delay path, stage by stage, from the launching register on:
cell and delay [ns]:
dfrtp_1 0.36, buf_4 0.15, and2_4 0.16, fa_2 0.37
fa_1 0.44, inv_2 0.07, fa_1 0.18, inv_2 0.04
fa_2 0.35, fa_1 0.50, inv_1 0.06, fa_2 0.38
fa_2 0.52, inv_1 0.03, clkdlybuf4s50_1 0.39
final timing paths:
kind                                        endpoint  cells past startpoint                 start  slack [ns]
min in group asynchronous       valid_d1$_DFFE_PN0P_                      1                   rst        1.18
max in group asynchronous           B[1]$_DFFE_PN0P_                      1                   rst        3.89
worst max register to register      A[0]$_DFFE_PN0P_                      2     start_d$_DFF_PN0_        4.28
worst max-delay path                       result[6]                     14      B[1]$_DFFE_PN0P_        0.08
worst min-delay path              valid_d2$_DFF_PN0_                      0  valid_d1$_DFFE_PN0P_        0.39
worst min register to register    valid_d2$_DFF_PN0_                      0  valid_d1$_DFFE_PN0P_        0.39
routing by layer:
metal  global-route usage  up-vias
li1                     -      246
met1              0.03468      222
met2              0.05521       10
met3              0.01162        2
met4             0.007737        0
met5                    0        -
logic make-up (layout without fill, tap and decap cells):
| group | after synthesis | after routing | share of synthesized area |
|---|---|---|---|
| compound gates | 1 | 1 | 0.01051 |
| fa+ha+maj | 12 | 12 | 0.2523 |
| buf+inv | 20 | 40 | 0.1306 |
| flops | 11 | 11 | 0.3303 |
| mux | 8 | 8 | 0.1441 |
| simple gates | 18 | 18 | 0.1321 |
per-stage QoR:
stage / hold WS [ns] / setup TNS (ns) / total power [mW] / utilization
3_3_place_gp: 0.3801 / -0.1021 / 0.2827 / 0.1554
2_1_floorplan: 0.3671 / 0 / 0.2186 / -
6_report: 0.3941 / 0 / 0.3618 / 0.1658
4_1_cts: 0.3968 / 0 / 0.3740 / 0.1655
5_1_grt: 0.4214 / -0.09668 / 0.4043 / 0.1658
3_5_place_dp: 0.3922 / -0.1111 / 0.2846 / 0.1554
what timing repair did:
action / CTS / global route
gates resized: 8 / 2
gates cloned: 0 / 0
hold endpoints to repair: 0 / 0
endpoints found under the setup margin: 2 / 2
pin swaps: 8 / 1
Power is estimated from default activity; no workload was simulated.
